[flow/design.v]
module Two_to_four_decoder(
	input wire [1:0] a,
	input wire en,
	output wire [3:0] out
);
assign out[0] = en & (~a[1] & ~a[0]);
assign out[1] = en & (~a[1] & a[0]);
assign out[2] = en & (a[1] & ~a[0]);
assign out[3] = en & (a[1] & a[0]);
endmodule
module Four_to_sixteen_decoder(
	input wire [3:0] a,
	input wire en,
	output wire [15:0] out
);
wire en1,en2,en3,en4;
assign en1= ~a[3] & ~a[2] & en ;
assign en2= ~a[3] & a[2] & en ;
assign en3= a[3] & ~a[2] & en ;
assign en4= a[3] & a[2] & en ;
Two_to_four_decoder u0(.a(a[1:0]),.en(en4),.out(out[15:12]));
Two_to_four_decoder u1(.a(a[1:0]),.en(en3),.out(out[11:8]));
Two_to_four_decoder u2(.a(a[1:0]),.en(en2),.out(out[7:4]));
Two_to_four_decoder u3(.a(a[1:0]),.en(en1),.out(out[3:0]));
endmodule
[flow/run.sh]
#!/bin/bash
# OpenROAD 26Q1-2900-gdf79404cd8, Yosys 0.63+post, stock flow scripts
make -C /OpenROAD-flow-scripts/flow DESIGN_CONFIG=/design/flow/config.mk WORK_HOME=/design/flow/orfs finish
[flow/config.mk]
export PLATFORM = sky130hd
export DESIGN_NAME = Four_to_sixteen_decoder
export DESIGN_NICKNAME = Four_to_sixteen_decoder
export VERILOG_FILES = /design/flow/design.v
export SDC_FILE = /design/flow/constraint.sdc
export NUM_CORES = 4
export LEC_CHECK = 1
export CORE_AREA = 10 10 70 70
export DIE_AREA = 0 0 80 80
[flow/constraint.sdc]
current_design Four_to_sixteen_decoder

set clk_period 1.3
set clk_io_pct 0.2

create_clock -name clk0 -period $clk_period

set non_clock_inputs [all_inputs -no_clocks]
set_input_delay [expr $clk_period * $clk_io_pct] -clock clk0 $non_clock_inputs
set_output_delay [expr $clk_period * $clk_io_pct] -clock clk0 [all_outputs]
==> impl_metrics.json <==
{
  "xor_area_share_pct": 0,
  "placed_area_um2": 392.9,
  "area_delta_synth_final_pct": 326.6,
  "ys_sh_adder_pct": 0,
  "port_buffers": 21,
  "gp_congestion": 0.7395,
  "setup_violations": 2,
  "hpwlAfterDp_um": 776.2,
  "status": "finished, violations left",
  "grt_pass1_wl_mm": 1.538,
  "fp_util_pct": 3.443,
  "tool_warnings": 34,
  "vias_per_cell": 2.788,
  "fin_crit_sh_pct": 105.9,
  "hold_violations": 0,
  "combGateArea_um2": 172.7,
  "yosys_cells": 23,
  "worstPathCellList": "buf_8, or3b_4, buf_6, nor3_2, buf_2",
  "diodes": 0,
  "rsz0062_at_grt": "true",
  "core_area_um2": 3416,
  "die-area_um2": 6400,
  "synth_cell_types": 8,
  "drtAntennaViolNets": 0,
  "syn_inst": 23,
  "grtUsageTotal_pct": 2.932,
  "syn_avg_cell_area_um2": 5.114,
  "finalMaxSlewViolations": 0,
  "ys_sh_mux_pct": 0,
  "ys_seq_share_pct": 0,
  "layout_top_cell": "buf_4",
  "fin_area_um2": 501.7,
  "compound_area_share_pct": 0,
  "power_leakage_uw": 0.0002421,
  "lay_top_cells": "buf_4, buf_2, nor2_1, buf_6",
  "yosysWarnings": 0,
  "worstSetupPathType": "in -> out",
  "logic_family": "simple AND/OR/NAND/NOR gates",
  "die_height_um": 80,
  "nClkBuffers": 0,
  "wl_per_cell_um": 9.750,
  "worst_slack_ps": -77.07,
  "ir_drop_uv": 39.77,
  "tightest_slew_ps": 179.9,
  "drtIter0Drc": 23,
  "grt_antenna_before_repair": 0,
  "nFillCells": 393,
  "finalPower_uw": 99.88,
  "yosys.area_share.simple_pct": 100.0,
  "yosysChipArea_um2": 117.6,
  "grt_pass1_vias": 299,
  "holdBufCountCts": 0,
  "syn-cell-area_um2": 117.6,
  "fin_crit_ps": 1377,
  "die_width_um": 80,
  "seqCellArea_um2": 0,
  "cap_viol_max_count": 0,
  "hp-class": "in -> out",
  "start_kind": "primary input",
  "crit_path_max_incr_delay_ps": 420,
  "fmax_mhz": 726.2,
  "slew_headroom_pct": 87.98,
  "drive_gt1_share_pct": 74.14,
  "fp-row-count": 21,
  "worstSetupEndpointType": "output port",
  "arrival_ps": 1120,
  "drc": 0,
  "grt_max_degree": 8,
  "fin_hold_ws_ps": 782.8,
  "power_density_nw_per_um2": 199.1,
  "vias": 290,
  "cp.required_ps": 1040,
  "wl_mm": 1.014,
  "design.seq.count": 0,
  "num_io_pins": 21,
  "grt_overflow": 0,
  "critPathMaxFanout": 4,
  "dr.pass1.iters": 4,
  "slowest_stage": "or3b_4",
  "violations": "negative setup slack"
}
worst max-delay path, delay by kind of cell:
kind                   cells  cell delay (ps)
and+or+nand+nor            2              510
buffers and inverters      3              350
path summary, 6_finish.rpt:
kind | startpoint | to | slack (ps) | cells after the start
worst min-delay path | a[0] | out[0] | 780 | 3
worst max-delay path | a[2] | out[0] | -80 | 5
final cells by class:
class	instances	share of cell area, %
tap	46	11.47
multi-input combinational	23	34.41
timing repair buffer	35	54.11
metrics by stage:
step           setup TNS, ps  util [%]  setup WS (ps)  std cells
2_1_floorplan              0         -          314.5         23
3_3_place_gp           -9923     11.50         -716.0         91
3_5_place_dp          -10020     11.50         -718.5         91
5_1_grt               -250.0     14.69         -106.7        104
6_report              -132.5     14.69         -77.07        104
4_1_cts               -119.3     14.03         -63.33        103
what timing repair did:
item	in CTS	in global routing
setup endpoints to repair	16	10
setup buffers	12	1
gates cloned	0	0
hold endpoints to repair	0	0
resized	74	13
pin swaps	14	4
cell usage after synthesis:
cell type,instances,area [µm²]
nand3b_1,2,15.01
nand2_1,1,3.750
nor2_1,12,45.04
or3b_4,1,11.26
nor3_2,1,10.01
nor3_1,3,15.01
nand3_1,1,5.000
nand2b_1,2,12.51
metal layers:
metal	GRT usage [%]	vias up	share of wire (%)
met5	0	-	0
met4	0	0	0
met3	0.9091	0	11
met2	5.457	12	49
met1	3.362	130	39
li1	-	148	-
logic make-up after synthesis:
logic type    Yosys count
simple gates           23
power breakdown:
group          switching [µW]  leakage, µW  internal, µW
Clock                       0            0             0
Sequential                  0            0             0
Combinational            40.1     0.000242          59.8
Total                    40.1     0.000242          59.8
Power and IR drop assume default switching activity.
