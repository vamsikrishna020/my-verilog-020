### ./config.mk
export PLATFORM = sky130hd
export DESIGN_NAME = Binary_to_BCD_converter
export DESIGN_NICKNAME = Binary_to_BCD_converter
export VERILOG_FILES = /design/flow/design.v
export SDC_FILE = /design/flow/constraint.sdc
export NUM_CORES = 4
export LEC_CHECK = 1
export CORE_AREA = 10 10 70 70
export DIE_AREA = 0 0 80 80
### ./constraint.sdc
current_design Binary_to_BCD_converter

set clk_period 7.0
set clk_io_pct 0.2

create_clock -name clk0 -period $clk_period

set non_clock_inputs [all_inputs -no_clocks]
set_input_delay [expr $clk_period * $clk_io_pct] -clock clk0 $non_clock_inputs
set_output_delay [expr $clk_period * $clk_io_pct] -clock clk0 [all_outputs]
### ./run.sh
#!/bin/bash
# OpenROAD 26Q1-2900-gdf79404cd8, Yosys 0.63+post, stock flow scripts
make -C /OpenROAD-flow-scripts/flow DESIGN_CONFIG=/design/flow/config.mk WORK_HOME=/design/flow/orfs finish
### ./design.v
module Binary_to_BCD_converter(
    input wire [7:0] bin,
	output reg [11:0] bcd
);
reg [3:0] i;
always @(bin)
begin
    bcd = 0; 
    for (i = 0; i < 8; i = i+1) 
        begin
            bcd = {bcd[10:0],bin[7-i]};    
            if(i < 7 && bcd[3:0] > 4) 
                bcd[3:0] = bcd[3:0] + 3;
            if(i < 7 && bcd[7:4] > 4)
                bcd[7:4] = bcd[7:4] + 3;
            if(i < 7 && bcd[11:8] > 4)
                bcd[11:8] = bcd[11:8] + 3;  
        end
end      
endmodule	
==> Slide: Implementation Results <==
Key Metrics from the Run

Final timing
  • Tmin final: 6.83 ns
  • Slew Viols, Final: 0
  • Final Hold Vio Count: 0
  • Fmax: 146 MHz
  • Crit share post-route: 97.6%
  • Setup_tns: 0 ns
  • Final Setup Violations: 0

Power
  • P_int: 0.0868 mW
  • Leakage: 0.549 nW
  • VDD IR max: 0.0414 mV
  • Pwr dens: 113 mW/mm2
  • Comb pwr share: 100.0%
  • Net Sw Frac: 45.2%
  • Clock network power share: 0%
  • NetSw: 0.0715 mW
  • Flop pwr share: 0%
  • Total power: 0.158 mW

Routing
  • Number of routed nets with antenna violations: 0
  • DR WL/cell: 12.5 um
  • Drt via density: 5.45
  • Initial DRC count: 58
  • Total wire length: 2740 um
  • Drt first pass iters: 4
  • Antenna cell count: 0
  • DRC Markers: 0
  • Via count: 1194

Synthesis
  • YS chip area: 0.00107 mm2
  • Sequential share of the synthesized area: 0%
  • Mapped Area: 0.00107 mm2
  • Synth warn: 1
  • Yosys Instances: 153
  • Syn_area_per_cell: 6.98 um2
  • Yosys cell types: 59
  • Syn Inst Count: 153

Setup path
  • Top Family by Delay on Critical Path: buffers and inverters
  • Startpoint Class: input port
  • CP max stage cell: or4_4
  • Critical path type: input port to output pin
  • Crit-path max cell delay: 0.53 ns
  • WP data arrival: 5.43 ns
  • Crit. Startpoint: bin[6]
  • Worst path depth: 19
  • Cell breakdown of the critical path: clkdlybuf4s50_1, inv_1, ha_4, inv_2, ha_4, buf_6, xor2_4, nand3_2, a21oi_1, or4_4, and2_4, o21bai_1, xnor2_1, ha_2, inv_1, or3_1, o311a_1, o21ai_1, clkdlybuf4s50_1
  • Crit path DRT: 5.60 ns
  • Critical path peak fanout: 9
  • CP endpoint: bcd[3]
  • CP Buf/Inv Count: 6
  • Setup crit end kind: output pin

Final layout
  • Final Non-Filler Cells: 219
  • Area Growth Syn to Fin: 31.4%
  • Seq_cells: 0
  • Fillers: 327
  • Register area: 0 um2
  • Layout cells sized above 1: 22.5%
  • Clk_buf instances: 0

GRT
  • Initial antenna violation count: 0
  • Overflow after GRT: 0
  • Global-route wire length before repair: 4530 um
  • GR peak layer: met2
  • Routing usage on met3: 0.455%
  • Total GRT Usage: 8.02%
  • Vias in the first global route: 1039
  • GR Util met1: 11.3%
  • Largest net degree at the start of global routing: 12
  • GR Util met2: 13.2%

Placed design
  • Count of buffers from port buffering: 16
  • RePlAce Congestion: 0.952
  • Hpwl dp: 2170 um
  • Placed Cells: 217

Die
  • Std-Cell Rows: 21
  • Chip area: 0.00640 mm2
  • Die Width: 80 um
  • Floorplan core area: 0.00342 mm2
  • Number of I/O pins: 20
  • Pre-Place Util: 31.3%
  • Die Y: 80 um

Run
  • Count of tool warnings: 38
  • MaxCap Viol Count: 0

Min path
  • Cells on Worst Hold Path: 0
  • Worst hold-check path type: input port to output pin

Clocking
  • # hold bufs at CTS: 0

Status
  • Status: completed
[routing by layer]
layer,share of wire [%],vias to the layer above
li1,-,603
met1,47,543
met2,47,44
met3,5.1,4
met4,1.1,0
met5,0,-
[synthesized netlist by cell type (all sizes together) (2+ instances only)]
library cell,number,share of area [%]
o21bai,2,1.4
or4,2,1.8
nor2,7,2.5
a31oi,3,1.8
xor2,4,4.0
and3,2,1.2
a311oi,2,1.6
buf,9,6.1
a211o,2,1.6
o22ai,2,1.2
a211oi,3,2.1
nor4,2,1.2
inv,13,4.6
xnor2,5,4.8
o21ai,13,7.1
o221ai,2,1.6
ha,10,12
nand2b,3,2.0
nand2,10,3.7
nor3,5,2.3
nand3,7,3.7
nor2b,3,2.7
mux2i,5,5.0
clkbuf,4,1.4
a21oi,13,6.4
[power by group through the flow]
stage         clock (mW)  sequential, mW  combinational (mW)
CTS                    0               0               0.151
finish                 0               0               0.158
global route           0               0               0.174
[layout by cell type, fill, tap and decap left out, types with 3 or more instances in the layout]
cell,count
a211oi_1,3
a21oi_1,11
a31oi_1,3
buf_4,15
clkdlybuf4s50_1,16
ha_1,6
inv_1,12
mux2i_1,4
nand2_1,9
nand3_1,6
nor2_1,7
nor3_1,5
o21ai_0,11
xnor2_1,4
xor2_1,3
[how the worst min path moves through the flow]
stage                   from     end  slack, ns
after global routing  bin[0]  bcd[0]       2.80
after CTS             bin[0]  bcd[0]       2.80
final                 bin[0]  bcd[0]       2.80
[repair_timing]
action | 4_1_cts | 5_1_grt
endpoints found under the hold margin | 0 | 0
resized | 0 | 13
setup buffers | 0 | 2
endpoints found under the setup margin | 0 | 7
[cell families (layout without fill, tap and decap cells)]
group	count (synthesis)	in the layout	share of synthesized area (%)
AND-OR/OR-AND	54	54	35.5
AND/OR/NAND/NOR	47	47	25.2
multiplexers	6	6	6.44
XOR/XNOR	9	9	8.78
buffers and inverters	26	45	12.1
other	1	2	0.351
adder cells (fa/ha/maj)	10	10	11.7
[cell type report]
class / instances / area [um2] / share of cell area (%)
inverter: 13 / 48.8 / 3.48
multi-input combinational: 128 / 1010 / 72.2
tap: 46 / 57.6 / 4.10
timing repair buffer: 32 / 284 / 20.2
[metrics by stage]
stage	hold slack (ns)	setup slack [ns]	instance area [um2]	util, %
CTS	2.80	0.0166	1320	38.5
global route	2.80	-0.00584	1400	41.1
detailed placement	2.80	0.0447	1320	38.5
floorplan	2.87	1.00	1070	-
global placement	2.80	0.0668	1320	38.5
finish	2.80	0.168	1400	41.1
Power figures rest on the tool's default switching activity, not on a simulated workload.
